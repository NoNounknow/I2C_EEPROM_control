==> design.v <==
module iic_control
#(
    parameter   SYS_CLOCK = 50_000_000             , 
    parameter   SCL_CLOCK = 4_00_000                
)
(
    input                       sys_clk            ,
    input                       Rst_n              ,
    input               [2:0]   Device_addr        , 
    input               [15:0]  Word_addr          , 
    input                       wr_en              ,            
    input                       rd_en              ,
    input               [1:0]   Wd_addr_long       , 
    input               [7:0]   wr_data            , 
    input               [5:0]   wr_data_long       , 
    input               [5:0]   rd_data_long       , 
    output   wire               wr_data_done       ,
    output    reg               r_rd_data_done     ,
    output    reg               iic_busy_done      , 
    output    reg               iic_scl            , 
    output    reg       [7:0]   rd_data_out        , 
    inout                       iic_sda            
);
    localparam  SCL_cnt_max = SYS_CLOCK / SCL_CLOCK; 
    localparam
        IDLE        = 9'b000_000_001, 
        WR_START    = 9'b000_000_010, 
        WR_CTRL     = 9'b000_000_100, 
        WR_WADDR    = 9'b000_001_000, 
        WR_DATA     = 9'b000_010_000, 
        RD_START    = 9'b000_100_000, 
        RD_CTRL     = 9'b001_000_000, 
        RD_DATA     = 9'b010_000_000, 
        STOP        = 9'b100_000_000; 
            reg         [8:0]   state              ;
            reg                 sda_reg            ; 
            reg                 wr_flag            ; 
            reg                 rd_flag            ; 
            reg         [7:0]   wr_data_cnt        ; 
            reg         [7:0]   rd_data_cnt        ; 
            reg         [1:0]   word_addr_cnt      ; 
            reg         [7:0]   iic_sda_out        ; 
            reg         [7:0]   iic_sda_in         ; 
            reg                 sda_en             ; 
            reg         [15:0]  scl_cnt            ; 
            reg                 iic_busy           ;
            reg                 scl_high           ;
            reg                 scl_low            ;
            reg         [7:0]   halfbit_cnt        ; 
            reg                 ack                ; 
            reg                 data_busy          ; 
           wire         [7:0]   wr_control_sign    ;
           wire         [7:0]   rd_control_sign    ;
           wire                 rd_data_done        ; 
    assign  wr_data_done =  ( (state == WR_WADDR)
                            &&(word_addr_cnt == Wd_addr_long)
                            &&(wr_flag && scl_low)
                            &&(ack == 1'b1))
                        ||  ( (state == WR_DATA)
                            &&(scl_low)
                            &&(word_addr_cnt != Wd_addr_long));
    assign  rd_data_done =  (state == RD_DATA)
                            &&(halfbit_cnt == 8'd15)
                            &&(scl_low);
    always@(posedge sys_clk or negedge Rst_n)
        if(!Rst_n)
            r_rd_data_done <= 1'b0;
        else if(rd_data_done)
            r_rd_data_done <= 1'b1;
        else
            r_rd_data_done <= 1'b0;
    always@(posedge sys_clk or negedge Rst_n)
        if(!Rst_n)
            rd_data_out <= 8'b0;
        else if(rd_data_done)
            rd_data_out <= iic_sda_in;
        else
            rd_data_out <= rd_data_out;
    assign iic_sda = (sda_en)? sda_reg:1'bz;
    always@(*)
        begin
            case(state)
                IDLE:
                    sda_en <= 1'b0;
                WR_START,
                STOP,
                RD_START:
                    sda_en <= 1'b1;
                RD_CTRL ,
                WR_CTRL ,
                WR_WADDR,
                WR_DATA :
                    if(halfbit_cnt < 8'd16)
                        sda_en <= 1'b1;
                    else
                        sda_en <= 1'b0;
                RD_DATA :
                    if(halfbit_cnt < 8'd16)
                        sda_en <= 1'b0;
                    else
                        sda_en <= 1'b1;
            default:    
                        sda_en <= 1'b0;
            endcase
        end
    assign wr_control_sign = {4'b1010,Device_addr,1'b0};
    assign rd_control_sign = {4'b1010,Device_addr,1'b1};
    always@(posedge sys_clk or negedge Rst_n)
        begin
            if(!Rst_n)
                iic_busy <= 1'b0;
            else if(wr_en | rd_en)
                iic_busy <= 1'b1;
            else if(iic_busy_done)
                iic_busy <= 1'b0;
            else
                iic_busy <= iic_busy;
        end
    always@(posedge sys_clk or negedge Rst_n)
        begin
            if(!Rst_n)
                scl_cnt <= 16'b0;
            else if (iic_busy)
                begin
                    if(scl_cnt == SCL_cnt_max - 1'b1)
                        scl_cnt <= 16'b0;
                    else
                        scl_cnt <= scl_cnt + 1'b1; 
                end
            else
                scl_cnt <= 16'b0;
        end
    always@(posedge sys_clk or negedge Rst_n)
        begin
            if(!Rst_n)
                iic_scl <= 1'b1   ;
            else if(scl_cnt == SCL_cnt_max >> 1) 
                iic_scl <= 1'b0;
            else if(scl_cnt == 16'd0)            
                iic_scl <= 1'b1;
            else
                iic_scl <= iic_scl;
        end
    always@(posedge sys_clk or negedge Rst_n)
        begin
            if(!Rst_n)
                scl_high <= 1'b0;
            else if(scl_cnt == (SCL_cnt_max >> 2) )
                scl_high <= 1'b1;
            else
                scl_high <= 1'b0;
        end
    always@(posedge sys_clk or negedge Rst_n)
        begin
            if(!Rst_n)
                scl_low <= 1'b0;
            else if(scl_cnt == ((SCL_cnt_max >> 2) + (SCL_cnt_max >> 1)))
                scl_low <= 1'b1;
            else
                scl_low <= 1'b0;
        end
    always@(posedge sys_clk or negedge Rst_n)
        begin
            if(!Rst_n)
                halfbit_cnt <= 8'b0;
            else if(    (state == WR_CTRL )
                    |   (state == WR_WADDR)
                    |   (state == WR_DATA )
                    |   (state == RD_CTRL )
                    |   (state == RD_DATA )
                    )
                begin
                    if(scl_low | scl_high)
                        begin
                            if(halfbit_cnt == 8'd17)
                                halfbit_cnt <= 8'b0;
                            else
                                halfbit_cnt <= halfbit_cnt + 1'b1; 
                        end
                    else
                        halfbit_cnt <= halfbit_cnt;
                end
            else
                halfbit_cnt <= 8'd0;      
        end
    always@(posedge sys_clk or negedge Rst_n)
        begin
            if(!Rst_n)
                ack <= 1'b0;
            else if((halfbit_cnt == 8'd16)&&(scl_high)&&(iic_sda == 1'b0))
                ack <= 1'b1;
            else if((halfbit_cnt == 8'd17)&&(scl_low))
                ack <= 1'b0;
            else
                ack <= ack;
        end
    task    send_data_8bits;
        if((scl_high)&&(halfbit_cnt == 8'd16))
            data_busy <= 1'b1;
        else if(halfbit_cnt < 8'd17)
            begin
               sda_reg <= iic_sda_out[7];
               if(scl_low)
                    iic_sda_out <= {iic_sda_out[6:0],1'b0};
                else
                    iic_sda_out <= iic_sda_out;
            end
        else
            data_busy <= data_busy;
    endtask
    task    receive_data_8bits;
        if((scl_low)&&(halfbit_cnt == 8'd15))
            begin
                data_busy    <= 1'b1;
            end
        else if(halfbit_cnt < 8'd15)
            begin
                if(scl_high)
                    iic_sda_in <= {iic_sda_in[6:0],iic_sda};
                else
                    iic_sda_in <= iic_sda_in;
            end
        else
            data_busy <= data_busy;
    endtask
    always@(posedge sys_clk or negedge Rst_n)
        begin
            if(!Rst_n) 
                begin
                    state         <= IDLE       ;
                    sda_reg       <= 1'b1       ;
                    wr_flag       <= 1'b0       ;
                    rd_flag       <= 1'b0       ;   
                    iic_busy_done <= 1'b0       ;
                    wr_data_cnt   <= 8'd1       ;
                    rd_data_cnt   <= 8'd1       ;    
                    word_addr_cnt <= 2'd1       ;                   
                end
            else 
                begin
                    case (state)
                        IDLE:
                            begin
                                sda_reg       <= 1'b1;
                                wr_flag       <= 1'b0;
                                rd_flag       <= 1'b0;
                                iic_busy_done <= 1'b0;
                                wr_data_cnt   <= 8'd1;
                                rd_data_cnt   <= 8'd1;
                                word_addr_cnt <= 2'd1;
                                if (wr_en) 
                                    begin
                                        state   <= WR_START;
                                        wr_flag <= 1'b1;
                                    end
                                else if(rd_en)
                                    begin
                                        state   <= WR_START;
                                        rd_flag <= 1'b1;
                                    end
                                else
                                    state <= IDLE;
                            end 
                        WR_START:
                            begin
                                if(scl_low)
                                    begin
                                        state       <= WR_CTRL        ;
                                        iic_sda_out <= wr_control_sign;
                                        data_busy   <= 1'b0           ;
                                    end
                                else if(scl_high)
                                    begin
                                        state       <= WR_START        ; 
                                        sda_reg     <= 1'b0            ; 
                                    end 
                            end
                        WR_CTRL:
                            begin
                                if(data_busy == 1'b0)
                                    send_data_8bits;
                                else
                                    begin
                                        if(ack == 1'b1)
                                            begin
                                                if(scl_low)
                                                    begin
                                                        state     <= WR_WADDR;
                                                        data_busy <= 1'b0;
                                                            if(Wd_addr_long == 2'b1)
                                                                iic_sda_out <= Word_addr[ 7:0];
                                                            else
                                                                iic_sda_out <= Word_addr[15:8];
                                                    end
                                                else
                                                        state <= WR_CTRL;
                                            end 
                                        else
                                            state <= IDLE;
                                    end
                            end
                        WR_WADDR:
                            begin
                                if(data_busy == 1'b0)
                                    send_data_8bits;
                                else
                                    if(ack == 1'b1)
                                        begin
                                            if(Wd_addr_long == word_addr_cnt)
                                                begin
                                                if((wr_flag)&&(scl_low))
                                                begin
                                                    state         <= WR_DATA    ;
                                                    iic_sda_out   <= wr_data    ;
                                                    data_busy     <= 1'b0       ;
                                                    word_addr_cnt <= 2'b1       ;
                                                end
                                                else if((rd_flag)&&(scl_low))
                                                begin
                                                    state         <= RD_START   ;
                                                    sda_reg       <= 1'b1       ;
                                                end
                                                end
                                            else
                                                begin
                                                    if(scl_low)
                                                        state         <= WR_WADDR            ;
                                                        word_addr_cnt <= word_addr_cnt + 1'b1;
                                                        data_busy     <= 1'b0                ;
                                                        iic_sda_out   <= Word_addr[ 7:0]     ;                                                         
                                                end                                                
                                        end
                                    else
                                        state <= IDLE;
                            end
                        WR_DATA:
                            begin
                                if(data_busy == 1'b0)
                                    send_data_8bits;
                                else
                                    begin
                                        if(ack == 1'b1)
                                            begin
                                                if(wr_data_long == wr_data_cnt)
                                                    begin
                                                        if(scl_low)
                                                            begin
                                                                state     <= STOP;
                                                                data_busy <= 1'b1;
                                                                sda_reg   <= 1'b1;                                                
                                                            end
                                                        else
                                                            state <= WR_DATA;
                                                    end
                                                else
                                                    begin
                                                        if(scl_low)
                                                            begin
                                                            state        <= WR_DATA           ;
                                                            data_busy    <= 1'b0              ;
                                                            iic_sda_out  <= wr_data           ;
                                                            wr_data_cnt  <= wr_data_cnt + 1'b1; 
                                                            end
                                                        else
                                                            state <= WR_DATA;
                                                    end
                                            end
                                        else
                                            state <= IDLE;
                                    end
                            end
                        RD_START:
                            begin
                                if(scl_low)
                                    begin
                                        state        <= RD_CTRL        ;
                                        iic_sda_out  <= rd_control_sign;
                                        data_busy    <= 1'b0           ; 
                                    end
                                else if(scl_high)
                                    begin
                                        state   <= RD_START;
                                        sda_reg <= 1'b0;
                                    end
                                else
                                    state <= state;
                            end    
                        RD_CTRL:
                            begin
                                if(data_busy == 1'b0)
                                    send_data_8bits;
                                else
                                    begin
                                        if(ack == 1'b1)
                                            begin
                                                if(scl_low)
                                                    begin
                                                        state <= RD_DATA;
                                                        data_busy <= 1'b0;                                               
                                                    end
                                                else
                                                    state <= RD_CTRL;
                                            end
                                        else
                                            state <= IDLE; 
                                    end
                            end
                        RD_DATA:
                            begin
                                if(data_busy == 1'b0)
                                    receive_data_8bits;
                                else 
                                    begin
                                        if(rd_data_cnt == rd_data_long)
                                            begin
                                                sda_reg <= 1'b1;
                                                if(scl_low)
                                                    begin
                                                        state     <= STOP;
                                                        sda_reg   <= 1'b0;
                                                    end
                                                else
                                                    state <= RD_DATA;
                                            end
                                        else
                                            begin
                                                state       <= RD_DATA           ;
                                                data_busy   <= 1'b0              ;
                                                rd_data_cnt <= rd_data_cnt + 1'b1;
                                            end                                             
                                    end
                            end
                        STOP:
                            begin
                                if(scl_high)
                                    begin
                                        sda_reg       <= 1'b1;
                                        state         <= IDLE;
                                        iic_busy_done <= 1'b1;
                                    end
                                else
                                    state <= STOP;
                            end
                        default: 
                            begin
                                state   <= IDLE;
                            end
                    endcase
                end
        end
endmodule
==> run.sh <==
#!/bin/bash
# OpenROAD 26Q1-2900-gdf79404cd8, Yosys 0.63+post, stock flow scripts
make -C /OpenROAD-flow-scripts/flow DESIGN_CONFIG=/design/flow/config.mk WORK_HOME=/design/flow/orfs finish
==> config.mk <==
export PLATFORM = sky130hd
export DESIGN_NAME = iic_control
export DESIGN_NICKNAME = iic_control
export VERILOG_FILES = /design/flow/design.v
export SDC_FILE = /design/flow/constraint.sdc
export NUM_CORES = 4
export LEC_CHECK = 1
export CORE_UTILIZATION = 30
==> constraint.sdc <==
current_design iic_control

set clk_period 3.4
set clk_io_pct 0.2

create_clock -name clk0 -period $clk_period [get_ports {sys_clk}]

set non_clock_inputs [all_inputs -no_clocks]
set_input_delay [expr $clk_period * $clk_io_pct] -clock clk0 $non_clock_inputs
set_output_delay [expr $clk_period * $clk_io_pct] -clock clk0 [all_outputs]
==> flow_summary_export.csv <==
group,metric,value,unit
floorplan,fp-row-count,46,
synth,most_common_cell,"dfrtp_1",
placement,gp_congestion,0.839,
synth,yosys-top-cells-count,"dfrtp_1, nor2_1, nand2_1, o21ai_0, inv_1",
synth,synth_flops,86,
placement,dp_hpwl,7860,um
clock_tree,h-tree-depth,3,
synth,async_reset_ff_share,80.2,%
synth,yosys_cells,506,
clock_tree,cts_hold_buf,0,
floorplan,fp_util,30.8,%
synth,yosys_warnings,2,
synth,ys_chip_area,4900,um2
clock_tree,numCtsBuffers,9,
synth,top_area_share,32.2,%
synth,area_leaders,"dfrtp_1, edfxtp_1, o21ai_0, nor2_1, nand2_1",
synth,synthesis.area,4900,um2
synth,synthDistinctLibCells,63,
floorplan,fp.dieW,130,um
run_status,status,"did not finish",
synth,ys_seq_share,45.8,%
clock_tree,ctsRootBufferMaster,"clkbuf_16",
synth,netlist_instances,506,
placement,dpl_cell_area,5660,um2
floorplan,die_h,130,um
synth,edf_count,17,
clock_tree,cts_num_sinks,86,
clock_tree,post-cts-setup-buffer-count,0,
synth,syn_area_per_cell,9.68,um2
clock_tree,cts_max_path_buffers,2,
floorplan,io_pins,58,
synth,yosys.area.top_type,"dfrtp_1",
run_status,firstError,"[error] [KeplerFormal.cpp:679] Workflow failed: Iso has multiple drivers: .iic_sda0, iic_sda$_DFFE_PN1P_.Q0",
placement,port-buffer-count,56,
clock_tree,cts_resized,0,
synth,flop_cell,"dfrtp_1",
run_status,haltStage,"4_1_cts",
-- cells by family after synthesis --
group	count (synthesis)	synth area share [%]
AND-OR/OR-AND	118	16.8
flip-flops	86	45.8
adder cells (fa/ha/maj)	9	2.30
buffers and inverters	49	4.32
multiplexers	29	6.39
XOR/XNOR	37	6.62
AND/OR/NAND/NOR	178	17.8
-- per-stage QoR --
stage | utilization [%] | instances | setup WS [ns]
detailed placement | 35.6 | 760 | 0.295
global placement | 35.6 | 760 | 0.301
floorplan | - | 506 | 0.885
